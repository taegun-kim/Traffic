### design.v
module DotMatrix(i_Clk, i_Rst, i_Data, o_DM_Col, o_DM_Row, o_fDone);
input	i_Clk;	 
input	i_Rst;
input	[63:0]	i_Data;
output	wire [7:0] o_DM_Col, o_DM_Row;
output	wire o_fDone;
reg		[7:0]	c_Row, n_Row;
reg		[16:0]	c_Cnt, n_Cnt;
wire	f2ms;
assign o_fDone	= c_Row[7] && f2ms;
assign o_DM_Row = c_Row;
assign o_DM_Col =	
	(c_Row[7] ? i_Data[8*7+:8] : 0) |
	(c_Row[6] ? i_Data[8*6+:8] : 0) |
	(c_Row[5] ? i_Data[8*5+:8] : 0) |
	(c_Row[4] ? i_Data[8*4+:8] : 0) |
	(c_Row[3] ? i_Data[8*3+:8] : 0) |
	(c_Row[2] ? i_Data[8*2+:8] : 0) |
	(c_Row[1] ? i_Data[8*1+:8] : 0) |
	(c_Row[0] ? i_Data[8*0+:8] : 0);			
assign	f2ms	= c_Cnt == 100000 - 1;
always@(posedge i_Clk, negedge i_Rst)
	if(!i_Rst) begin
		c_Row	= 1;		
		c_Cnt	= 0;
	end else begin
		c_Row	= n_Row;		
		c_Cnt	= n_Cnt;
	end
always@*
begin
	n_Cnt	= f2ms	? 0 : c_Cnt + 1;
	n_Row	= f2ms	? {c_Row[6:0], c_Row[7]} : c_Row;
end
endmodule
module FND(i_Data, i_Ctrl, o_FND);
input	[7:0] i_Data;
input i_Ctrl;
output	reg	[13:0] o_FND;	 
wire [7:0] PassTime;
assign PassTime = i_Ctrl ? (i_Data - 8'h10) : 8'haa;
always@*
	case(PassTime[3:0])
		4'h0	: o_FND[6:0] = 7'b1000000;
		4'h1	: o_FND[6:0] = 7'b1111001;
		4'h2	: o_FND[6:0] = 7'b0100100;
		4'h3	: o_FND[6:0] = 7'b0110000;
		4'h4	: o_FND[6:0] = 7'b0011001;
		4'h5	: o_FND[6:0] = 7'b0010010;
		4'h6	: o_FND[6:0] = 7'b0000010;
		4'h7	: o_FND[6:0] = 7'b1011000;
		4'h8	: o_FND[6:0] = 7'b0000000;
		4'h9	: o_FND[6:0] = 7'b0011000;
		default	: o_FND[6:0] = 7'h7f;
	endcase
always@*
	case(PassTime[7:4])
		4'h0	: o_FND[13:7] = 7'b1111111;
		4'h1	: o_FND[13:7] = 7'b1111001;
		4'h2	: o_FND[13:7] = 7'b0100100;
		4'h3	: o_FND[13:7] = 7'b0110000;
		4'h4	: o_FND[13:7] = 7'b0011001;
		4'h5	: o_FND[13:7] = 7'b0010010;
		4'h6	: o_FND[13:7] = 7'b0000010;
		4'h7	: o_FND[13:7] = 7'b1011000;
		4'h8	: o_FND[13:7] = 7'b0000000;
		4'h9	: o_FND[13:7] = 7'b0011000;
		default	: o_FND[13:7] = 7'h7f;
	endcase	
endmodule
module Traffic(i_Clk, i_Rst, i_Push, o_FND, o_LED, o_DM_Col, o_DM_Row);
input i_Clk;
input i_Rst;
input i_Push;
output wire [13:0] o_FND;
output wire [31:0] o_LED;
output wire [7:0] o_DM_Col, o_DM_Row;
reg [22:0] c_ClkCnt, n_ClkCnt;
reg [3:0] c_Sec0, n_Sec0;
reg [3:0] c_Sec1, n_Sec1;
reg [3:0] c_Sec2, n_Sec2;
reg c_Push, n_Push;
reg [2:0] c_State, n_State;
reg [31:0] c_LED, n_LED;
reg [63:0] c_Data, n_Data;
wire DM_o_fDone;
wire fLstClk;
wire fLstSec0, fLstSec1, fLstSec2;
wire fIncSec0, fIncSec1, fIncSec2;
wire fPush;
wire fTimesup, fTimeout;
wire fRchange, fYchange;
wire [12:0] fTime;
wire fBGO;
parameter LST_CLK = 100_000_000/20 -1;
parameter AGO = 3'h0;
parameter BGO = 3'h1;
parameter CGO = 3'h2;
parameter DGO = 3'h3;
parameter PUSH = 3'h4;
parameter YELLOW = 3'h5;
parameter  GO = {
8'b11111001,
8'b00111011,
8'b10111011,
8'b10000000,
8'b10000000,
8'b10111011,
8'b10011011,
8'b11110011};
parameter STOP = {
8'b11111111,
8'b11100011,
8'b00111011,
8'b10000000,
8'b10000000,
8'b00111011,
8'b11100011,
8'b11111111};
parameter AGREEN = 32'h0a808080;
parameter AYELLOW = 32'h20808080;
parameter BGREEN = 32'h800a8080;
parameter BYELLOW = 32'h80208080;
parameter CGREEN = 32'h80800a80;
parameter CYELLOW = 32'h80802080;
parameter DGREEN = 32'h8080800a;
parameter DYELLOW = 32'h80808020;
parameter ALLYELLOW = 32'h20202020;
FND FND0({c_Sec2, c_Sec1}, fBGO, o_FND);
DotMatrix DM0(i_Clk, i_Rst, c_Data, o_DM_Col, o_DM_Row, DM_o_fDone);
always@(posedge i_Clk, negedge i_Rst)
   if(!i_Rst) begin
      c_State = AGO;
      c_ClkCnt = 0;
      c_Sec0 = 0;
      c_Sec1 = 0;
      c_Sec2 = 3;
      c_Push = 1;
      c_LED = 32'h0a808080;
      c_Data = 0;
   end else begin
      c_State = n_State;
      c_ClkCnt = n_ClkCnt;
      c_Sec0 = n_Sec0;
      c_Sec1 = n_Sec1;
      c_Sec2 = n_Sec2;
      c_Push = n_Push;
      c_LED = n_LED;
      c_Data = n_Data;
   end
assign     fPush = !i_Push && c_Push;
assign     fLstClk = c_ClkCnt == LST_CLK,
   fLstSec0 = c_Sec0 == 0,
   fLstSec1 = c_Sec1 == 0,
   fLstSec2 = c_Sec2 == 0,
            fTimeout = (c_Sec0 == 1 && c_Sec1 == 0 && c_Sec2 == 0),
   fTimesup = (fTime <= 12'd32 && fTime >= 12'd2);
assign    fIncSec0 = fLstClk,
   fIncSec1 = fIncSec0 && fLstSec0,
   fIncSec2 = fIncSec1 && fLstSec1;
assign    o_LED = c_LED;
assign  fRchange = (fTimeout && fLstClk);
assign  fYchange = fTimesup;
assign  fTime = {c_Sec2, c_Sec1, c_Sec0};
assign  fPass = (fTime >= 12'd256);
assign  fBGO = (c_State == BGO && fPass);
always@*
begin
   n_State = c_State;
   n_ClkCnt = fLstClk ? 0 : c_ClkCnt + 1;
   n_Sec0 = fIncSec0 ? fLstSec0 ? 9 : c_Sec0 - 1 : c_Sec0;
   n_Sec1 = fIncSec1 ? fLstSec1 ? 9 : c_Sec1 - 1 : c_Sec1;
   n_Sec2 = fIncSec2 ? fLstSec2 ? 2 : c_Sec2 - 1 : c_Sec2;
   n_Push = c_Push;
   n_Data = fBGO ? GO : STOP;
   case(c_State)
      AGO: begin
        n_LED = fYchange ? AYELLOW : AGREEN;
        if(fRchange) n_State = BGO;
        if(fPush) n_State = PUSH;
      end
      BGO: begin
        n_LED = fYchange ? BYELLOW : BGREEN;
        if(fRchange) n_State = CGO;
        if(fPush) n_State = PUSH;
      end
      CGO: begin
        n_LED = fYchange ? CYELLOW : CGREEN;
        if(fRchange) n_State = DGO;
        if(fPush) n_State = PUSH;
      end
      DGO: begin
        n_LED = fYchange ? DYELLOW : DGREEN;
        if(fRchange) n_State = AGO;
        if(fPush) n_State = PUSH;
      end
      PUSH : begin
         n_LED = ALLYELLOW;
         n_ClkCnt = 0;
         n_Sec0 = 0;
         n_Sec1 = 2;
         n_Sec2 = 0;
         n_Push = 1;
         n_State = YELLOW;
         n_Data = GO;
      end
      YELLOW : begin
        if(fRchange) n_State = BGO;
    end
   endcase
end
endmodule
### run.sh
#!/bin/bash
# OpenROAD 26Q1-2900-gdf79404cd8, Yosys 0.63+post, stock flow scripts
make -C /OpenROAD-flow-scripts/flow DESIGN_CONFIG=/design/flow/config.mk WORK_HOME=/design/flow/orfs finish
### config.mk
export PLATFORM = sky130hd
export DESIGN_NAME = Traffic
export DESIGN_NICKNAME = Traffic
export VERILOG_FILES = /design/flow/design.v
export SDC_FILE = /design/flow/constraint.sdc
export NUM_CORES = 4
export LEC_CHECK = 1
export CORE_UTILIZATION = 40
### constraint.sdc
current_design Traffic

set clk_period 5.4
set clk_io_pct 0.2

create_clock -name clk0 -period $clk_period [get_ports {i_Clk}]

set non_clock_inputs [all_inputs -no_clocks]
set_input_delay [expr $clk_period * $clk_io_pct] -clock clk0 $non_clock_inputs
set_output_delay [expr $clk_period * $clk_io_pct] -clock clk0 [all_outputs]
==> GITHUB_STEP_SUMMARY <==
## PnR job results

| Metric | Value |
|---|---|
| Power after layout | ~1400 uW |
| Vias | 3419 |
| Endpoints left unconstrained | 24 |
| Post-synth top area cell | dfrtp_1 |
| CTS Root Cell | clkbuf_16 |
| Antenna viol nets, final | 0 |
| CTS tree | done |
| WL/cell | ~12 um |
| Num rows | 38 |
| Mapped Avg Cell Area | 9.520 um2 |
| Grt peak-use layer | met2 |
| Port Buf Inserts | between 40 and 50 |
| Ys flops | slightly above 90 |
| Transition time of the tightest slew-check pin | between 700 and 800 ps |
| Ranking of synthesized cells by area | dfrtp_1, nor2_1, dfstp_2, xor2_1, dlxtn_1 |
| Outcome | finished clean |
| Yosys warns | 4 |
| Largest net degree at the start of global routing | between 40 and 50 |
| Critical path class | flop to output port |
| Yosys stat area | 4598 um2 |
| Insertion Delay late pin | around 330 ps |
| Die width | between 100 and 150 um |
| Hold buffer count at CTS | 0 |
| Non-filler cells, final | 666 |
| Worst Slack Setup Final | a little over 900 ps |
| Area leader share | between 30% and 40% |
| Area grow syn2layout | 18.45% |
| Clk slew on worst S/H paths | roughly 60 ps |
| Worst r2r dst | c_Sec2[2] |
| GRT overflow | 0 |
| # Post-CTS Setup Buffers | 0 |
| Tmin final | 4471 ps |
| Final setup violation count | 0 |
| TritonRoute pass-1 iters | 4 |
| Synth async-reset ratio | 87.10% |
| Critical R2R Launch | c_ClkCnt[0] |
| I/O pins | roughly 65 |
| Worst EP arrival | between 3000 and 4000 ps |
| Synth unique cells | about 54 |
| Vias/cell | just over 5 |
| Syn Std Cell Area | 4598 um2 |
| CP endpoint kind | output port |
| Count leader, synth | dfrtp_1 |
| Layout cells sized above 1 | under 10% |
| R2r worst-path depth | 6 |
| Crit path launch type | flop |
| CTS resizes | 0 |
| GPL Wtd Cong | approximately 0.85 |
| Die area | approximately 12000 um2 |
| Slew Limit Fails | 0 |
| Diodes inserted | 0 |
| DRT iter0 DRCs | roughly 160 |
| Final period utilization | 82.80% |
| RSZ-0062 raised after global routing | no |
| H-tree levels | 3 |
| Crit-path max FO | 20 |
| Place WS | 1280 ps |
| Worst hold path type | flop to flop |
| Grt met1 use | between 20% and 30% |
| Highest Clock Rate | around 220 MHz |
| Routing usage on met3 | under 10% |
| Clock Tree Buf Depth | 2 |
| Tot GR Track Use | between 10% and 20% |
| Main flop type | dfrtp_1 |
| Crit path to | o_FND[8] |
| Tool warnings | 32 |
| CP startpoint | c_Sec2[0] |
| Dpl cells | ~650 |
| # fillers | about 980 |
| TNS Setup | 0 ps |
| Maximum vdd drop | between 0.2 and 0.25 mV |
| Pwr Density | 261.7 nW/um2 |
| Initial antenna violation count | 0 |
| Count of unclocked register or latch pins | 12 |
| Worst Skew | roughly 8.7 ps |
| Leakage | approximately 0.0024 uW |
| Worst reg2reg setup slack | ~2800 ps |
| Grt met2 use | a little under a quarter |
| Post-synth EDFFs | 0 |
| # DRC | 0 |
| Max-Slew Margin vs Limit | between 50% and 60% |
| CTS Buf Count | 9 |
| Initial core utilization | 41.69% |
| Final hold violations | 0 |
| CP Data Required Time | about 4300 ps |
| Post-Syn Instances | 483 |
| Top post-synthesis cells by count | dfrtp_1, nor2_1, nand2_1 |
| Ys cells | 483 |
| Vias in the first global route | 3085 |
| Total Wirelength | about 8300 um |
| Die H | 109.2 um |
| Hpwl dp | just under 6000 um |
| Placed inst area | between 5000 and 6000 um2 |
| Core Area | approximately 11000 um2 |
| Maxcap violations | 0 |
| Post-Layout Inst Area | 5446 um2 |
| First-pass GRT wire length | 14310 um |
cell usage in the layout (no fill, tap or decap), types with 3 or more instances in the layout:
cell type / count
a21o_1: 6
a21oi_1: 6
and2_1: 5
and3_1: 6
buf_4: 5
bufinv_16: 3
clkbuf_16: 9
clkdlybuf4s50_1: 47
conb_1: 17
dfrtp_1: 73
dfstp_2: 8
dlxtn_1: 12
ha_1: 12
inv_1: 14
mux2_2: 8
mux2i_1: 9
nand2_1: 44
nand2b_1: 5
nand3_1: 21
nand4_1: 10
nor2_1: 62
nor2b_1: 4
nor3_1: 18
nor4_1: 10
nor4b_1: 4
o21ai_0: 23
o21bai_1: 3
or3_1: 5
xnor2_1: 20
xor2_1: 22
flip-flops by register name, indices dropped and copies added (netlist names):
signal and cells:
c_Sec2 4, DM0.c_Row 8, n_LED 12, c_LED 12, c_State 6, c_Sec1 4, c_Sec0 4, c_ClkCnt 23
DM0.c_Cnt 17, c_Data 3
area by class of cell:
| class | count | area [um2] | area share, % |
|---|---|---|---|
| Multi-Input combinational cell | 351 | 2157 | 39.60 |
| Timing Repair Buffer | 52 | 508.0 | 9.327 |
| Clock inverter | 5 | 103.9 | 1.907 |
| Inverter | 14 | 52.55 | 0.9649 |
| Sequential cell | 93 | 2217 | 40.71 |
| Tap cell | 140 | 175.2 | 3.216 |
| Clock buffer | 11 | 232.7 | 4.273 |
stage by stage:
stage               utilization, %  hold WS [ps]
detailed placement           46.32         481.8
CTS                          49.38         488.9
global route                 49.38         512.8
finish                       49.38         483.9
floorplan                        -         453.5
global placement             46.32         476.8
how the worst min path moves through the flow:
stage / depth (start not counted) / to / slack [ps] / startpoint
after CTS: 1 / DM0.c_Cnt[0] / 490 / DM0.c_Cnt[0]
after global routing: 1 / DM0.c_Cnt[0] / 510 / DM0.c_Cnt[0]
final: 1 / DM0.c_Cnt[0] / 480 / DM0.c_Cnt[0]
kinds of logic (layout without fill, tap and decap cells):
group	after synthesis	in the layout	share of synthesized area (%)
and+or+nand+nor	210	210	22.94
DFF	81	81	44.30
buffers and inverters	54	82	6.095
AOI/OAI and AO/OA	53	53	7.402
xor gates and xnor gates	42	42	8.000
muxes	17	17	3.919
adders and majority gates	12	12	3.265
latches	12	12	3.918
other	2	17	0.1633
worst max-delay path: stages, from the launching register on:
cell and delay [ps]:
dfstp_2 570, inv_1 70, ha_1 240, inv_1 90, or3_1 160, a32o_1 560
nand2_1 230, ha_1 340, a211o_1 260, nand2_1 60, clkdlybuf4s50_1 460
routing by layer:
| metal | vias to the layer above | share of wire, % |
|---|---|---|
| met2 | 82 | 45 |
| met1 | 1634 | 50 |
| met3 | 8 | 4.7 |
| li1 | 1695 | - |
| met5 | - | 0 |
| met4 | 0 | 1.3 |
report_power, final:
part	internal [uW]	total (uW)	switching, uW
Combinational	32.3	76.0	43.7
Clock	453	682	229
Sequential	636	667	31.6
Total	1120	1430	305
No activity file was given, so power comes from the tool's default toggle rates.
